`./config.mk`:
```
export PLATFORM = sky130hd
export DESIGN_NAME = main
export DESIGN_NICKNAME = main
export VERILOG_FILES = /design/flow/design.v
export SDC_FILE = /design/flow/constraint.sdc
export NUM_CORES = 4
export LEC_CHECK = 1
export CORE_UTILIZATION = 50
```
`./constraint.sdc`:
```
current_design main

set clk_period 5.5
set clk_io_pct 0.2

create_clock -name clk0 -period $clk_period [get_ports {clk}]

set non_clock_inputs [all_inputs -no_clocks]
set_input_delay [expr $clk_period * $clk_io_pct] -clock clk0 $non_clock_inputs
set_output_delay [expr $clk_period * $clk_io_pct] -clock clk0 [all_outputs]
```
`./design.v`:
```
`timescale 1ns/1ps
`default_nettype none
module adder_1(a, b, c_in, sum, c_out);
input wire a, b, c_in;
output logic sum, c_out;
logic sum0;
logic sum1;
logic carry0;
logic carry1;
always_comb begin
  sum0 = a ^ b;
  sum = sum0 ^ c_in;
  carry0 = a & b;
  carry1 = sum0 & c_in;
  c_out = carry1 | carry0; 
end
endmodule
`timescale 1ns/1ps
`default_nettype none
module adder_n(a, b, c_in, sum, c_out);
parameter N = 2;
input  wire [N-1:0] a, b;
input wire c_in;
output logic [N-1:0] sum;
output wire c_out;
wire [N:0] carries;
assign carries[0] = c_in;
assign c_out = carries[N];
generate
  genvar i;
  for(i = 0; i < N; i++) begin : ripple_carry
    adder_1 ADDER (
      .a(a[i]),
      .b(b[i]),
      .c_in(carries[i]),
      .sum(sum[i]),
      .c_out(carries[i+1])
    );
  end
endgenerate
endmodule
`default_nettype none
`timescale 1ns/1ps
module conway_cell(clk, rst, ena, state_0, state_d, state_q, neighbors);
input wire clk;
input wire rst;
input wire ena;
input wire state_0;
output logic state_d;
output logic state_q;
input wire [7:0] neighbors;
logic [3:0] sum;
eight_input_adder eight_input_adder_inst (.neighbors(neighbors), .sum(sum));
logic three_neighbors;
logic two_neighbors;
logic two_or_three_neighbors;
equality_comparator two_neighbors_comparator (.a(sum), .b(4'b0010), .out(two_neighbors));
equality_comparator three_neighbors_comparator (.a(sum), .b(4'b0011), .out(three_neighbors));
always_comb begin
	two_or_three_neighbors = three_neighbors | two_neighbors;
	state_d = (~ state_q & three_neighbors) | (state_q & two_or_three_neighbors);
end
always_ff @(posedge clk) begin : delay
	state_q <= rst ? state_0 : (ena ? state_d : state_q);
end 
endmodule
module decoder_1_to_2(ena, in, out);
input wire ena;
input wire in;
output logic [1:0] out;
logic in_bar;
always_comb begin
	out[1] = in & ena;
	in_bar = ~ in;
	out[0] = in_bar & ena;
end
endmodule
module decoder_2_to_4(ena, in, out);
input wire ena;
input wire [1:0] in;
output logic [3:0] out;
logic in1, in0;
logic [1:0] out1;
logic [1:0] out0;
logic in1_bar;
logic ena1;
logic ena0;
decoder_1_to_2 D1(
				.ena(ena1), 
				.in(in0), 
				.out(out1)
				);
decoder_1_to_2 D0(
				.ena(ena0), 
				.in(in0), 
				.out(out0)
				);
always_comb begin
	in1_bar = ~ in1;
	ena0 = in1_bar & ena;
	ena1 = in1 & ena;
	in1 = in[1];
	in0 = in[0];
	out = {out1, out0};
end
endmodule
module decoder_3_to_8(ena, in, out);
input wire ena;
input wire [2:0] in;
output logic [7:0] out;
logic in2, in1, in0;
logic [3:0] out1;
logic [3:0] out0;
logic in2_bar;
logic ena1;
logic ena0;
decoder_2_to_4 D1(
				.ena(ena1), 
				.in({in1, in0}), 
				.out(out1)
				);
decoder_2_to_4 D0(
				.ena(ena0), 
				.in({in1, in0}), 
				.out(out0)
				);
always_comb begin
	in2_bar = ~ in2;
	ena0 = in2_bar & ena;
	ena1 = in2 & ena;
	in2 = in[2];
	in1 = in[1];
	in0 = in[0];
	out = {out1, out0};
end
endmodule
`timescale 1ns/1ps
`default_nettype none
module eight_input_adder(neighbors, sum);
input  wire [7:0] neighbors;
output logic [3:0] sum;
logic [3:0] a;
logic [3:0] b; 
logic c_in;
logic [7:0] c_out;
logic [4*8-1:0] intermediate_sum;
logic [3:0] empty;
always_comb begin
  c_in = 0;
  empty = 0000;
  sum = intermediate_sum[31:28];  
end
generate
  adder_n #(.N(4)) ADDER (
    .a(neighbors[0]),
    .b(empty),
    .c_in(c_in),
    .sum(intermediate_sum[3:0]),
    .c_out(c_out[0])
  );
  genvar i;
  for(i = 1; i < 8; i++) begin
    adder_n #(.N(4)) ADDER (
      .a(neighbors[i]),
      .b(intermediate_sum[4*(i)-1:4*(i-1)]),
      .c_in(c_in),
      .sum(intermediate_sum[4*(i+1)-1:4*(i)]),
      .c_out(c_out[i])
    );
  end
endgenerate
endmodule
module equality_comparator(a, b, out);
input wire [3:0] a;
input wire [3:0] b;
output logic out;
logic [3:0] xor_out;
always_comb begin
    xor_out = a ^ b;
    out = ~xor_out[0] & ~xor_out[1] & ~xor_out[2] & ~xor_out[3];
end
endmodule
`default_nettype none
`timescale 1ns/1ps
module led_array_driver(ena, x, cells, rows, cols);
parameter N=8;  
parameter ROWS=N;
parameter COLS=N;
input wire ena;
input wire [$clog2(N):0] x;
input wire [N*N-1:0] cells;
output logic [N-1:0] rows;
output logic [N-1:0] cols;
wire [N-1:0] x_decoded;
decoder_3_to_8 decoder_3_to_8_inst(.ena(ena), .in(x), .out(x_decoded));
initial begin
  if ((N <= 0) || (N > 8)) begin
    $error("N must be within 0 and 8.");
  end
  if (ROWS != COLS) begin
    $error("Non square led arrays are not supported. (%dx%d)", ROWS, COLS);
  end
  if (ROWS < N) begin
    $error("ROWS/COLS must be >= than the size of the Conway Grid.");
  end
end
genvar i;
generate
  for (i = 0; i < N; i = i + 1) begin
    always_comb rows[i] = ~(|(x_decoded[N-1:0] & cells[(i+1)*N-1:i*N]));
  end
endgenerate 
always_comb cols = x_decoded;
endmodule
`default_nettype none  
module main(clk, buttons, leds, rgb, cols, rows);
parameter game_divider = 23;  
parameter display_divider = 12;  
parameter N = 8;  
parameter M = N + 2;  
initial if (N < 3) $error("N has to be >= 3 to make for interesting patterns.");
initial if (M !== (N+2)) $error("M must N+2=%d, not %d", N+2,M);  
input wire clk;
input wire [1:0] buttons;
logic rst; always_comb rst = buttons[0];  
output logic [1:0] leds;
output logic [2:0] rgb;
output wire [N-1:0] cols;
output wire [N-1:0] rows;
logic [game_divider:0] game_counter;
logic [display_divider:0] display_counter;
logic rst_game; always_comb rst_game = buttons[0] | buttons[1];
logic step_game;
logic [$clog2(N):0] x;
wire [M*M-1:0] bordered_cells_q;  
wire [M*M-1:0] bordered_cells_d; 
logic [M*M-1:0] bordered_cells_0;  
logic [N*N-1:0] cells_q;  
logic [N*N-1:0] cells_0;  
always_comb begin : io_logic 
    leds[0] = buttons[0] ^ buttons[1];
    leds[1] = buttons[0] & buttons[1];
    rgb[0] = ~( buttons[0] & ~buttons[1]);
    rgb[1] = ~(~buttons[0] &  buttons[1]);
    rgb[2] = ~( buttons[0] &  buttons[1]);
end
led_array_driver #(.ROWS(N), .COLS(N), .N(N)) LED_DRIVER (
  .ena(1'b1),
  .cells(cells_q),
  .x(x),
  .rows(rows[N-1:0]),
  .cols(cols[N-1:0])
);
always_comb begin 
  if (N == 5) begin
    bordered_cells_0 = { 
  7'b0000000, 
  7'b0000000, 
  7'b0000000, 
  7'b0011100, 
  7'b0000000, 
  7'b0000000, 
  7'b0000000 
};
  end else if (N == 8) begin
  end else if (N==15) begin
    bordered_cells_0 = { 
  17'b00000000000000000, 
  17'b00000000000000000, 
  17'b00001110001110000, 
  17'b00000000000000000, 
  17'b00100001010000100, 
  17'b00100001010000100, 
  17'b00100001010000100, 
  17'b00001110001110000, 
  17'b00000000000000000, 
  17'b00001110001110000, 
  17'b00100001010000100, 
  17'b00100001010000100, 
  17'b00100001010000100, 
  17'b00000000000000000, 
  17'b00001110001110000, 
  17'b00000000000000000, 
  17'b00000000000000000 
};
  end else begin
    bordered_cells_0 = {M*M {1'b1}};
  end
end
function int cell_index(int i, int j);
  cell_index = M*j + i;
endfunction
generate
  genvar i;
  genvar j;
  for (i = 0; i < M; i = i + 1) begin : cells_x
    for (j = 0; j < M; j = j + 1) begin : cells_y
      if ( (i > 0) && (i < (M-1)) && (j > 0) && (j < (M-1)) ) begin
        conway_cell CELL(
          .clk(clk), .rst(rst_game), .ena(step_game),
          .neighbors({
            bordered_cells_q[cell_index(i-1, j-1)],
            bordered_cells_q[cell_index(i-1, j  )],
            bordered_cells_q[cell_index(i-1, j+1)],
            bordered_cells_q[cell_index(i  , j+1)],
            bordered_cells_q[cell_index(i+1, j+1)],
            bordered_cells_q[cell_index(i+1, j  )],
            bordered_cells_q[cell_index(i+1, j-1)],
            bordered_cells_q[cell_index(i  , j-1)]
          }),
          .state_0(bordered_cells_0[cell_index(i, j)]),
          .state_d(bordered_cells_d[cell_index(i, j)]),
          .state_q(bordered_cells_q[cell_index(i, j)])
        );
      end else begin  
        assign bordered_cells_q[cell_index(i,j)] = bordered_cells_0[cell_index(i,j)];
        assign bordered_cells_d[cell_index(i,j)] = 0;
      end
    end
  end
  for (i = 0; i < N; i = i + 1) begin
    always_comb begin
        cells_q[N*(i+1)-1:N*i] = bordered_cells_q[M*(i+2)-2:M*(i+1)+1];
        cells_0[N*(i+1)-1:N*i] = bordered_cells_0[M*(i+2)-2:M*(i+1)+1];
    end
  end
endgenerate
parameter faster_divider = 15;
always_ff @(posedge clk) begin : clocks_and_dividers  
  if (rst) begin
      game_counter <= 0;
      display_counter <= 0;
      x <= 0;
  end
  else begin
      if (game_counter[game_divider]) begin
        game_counter <= 0;
      end
      else begin 
        game_counter <= game_counter + 1;
      end
      if(display_counter[display_divider]) begin
        display_counter <= 0;
        if(x >= (N-1)) begin
          x <= 0;
        end
        else begin
          x <= x + 1;
        end
      end
      else begin
        display_counter <= display_counter + 1;
      end
  end
end  
always_comb step_game = game_counter[game_divider];  
endmodule
`default_nettype wire  
```
`./run.sh`:
```
#!/bin/bash
# OpenROAD 26Q1-2900-gdf79404cd8, Yosys 0.63+post, stock flow scripts
make -C /OpenROAD-flow-scripts/flow DESIGN_CONFIG=/design/flow/config.mk WORK_HOME=/design/flow/orfs finish
```
==> flow_summary.toml <==
# yosys + openroad results
[floorplanning]
rows = 70
die_w_um = 195.0
initial_core_util = 0.5089
die-area_um2 = 38040
coreArea_um2 = 36610
die_h_um = 195.0
boundaryPins = 24

[grt]
grt-ovfl-total = 0
antenna_found_initial = 0
grt_pass1_vias = 10927
track_usage = 0.1779
grt_first_pass_wirelength_um = 52630
grt_max_degree = 35

[setup_path]
worstPathMaxFanout = 14
worstSetupStartpointType = "flip-flop"
crit_arrival_ns = 4.48
cp-end-kind = "flip-flop"
required_ns = 5.70
crit_type = "reg -> reg"

[cells_and_area]
drive_above_1_share = 0.02153
utilization = 0.5383
nFillCells = 3136
areaGrowthSynthToFinish_pct = 5.783
final_cell_count_no_fill = 2094

[clock_tree]
postCtsHoldBufs = 0
clkTransAtPathRegs_ns = 0.09
htree_levels = 3
cts_setup_buffers = 0
clock_latency_ns = 0.40
cts-resized-gates = 0
cts_root_buffer = "clkbuf_16"
cts_buffer_depth = 2
cts_tree = "done"
cts_buffers = 9
cts_sinks = 105

[yosys]
area_leaders = "ha_1 (48%), fa_1 (17%), edfxtp_1 (10%), dfxtp_1 (4.4%), xnor2_1 (3.7%)"
ys_cells = 1597
yosys_warnings = 118
async_reset_ff_frac = 0
syn_avg_cell_area_um2 = 11.67
syn_inst = 1597
edf_count = 64
ys_seq_share = 0.1472
common_cells = "ha_1 (716), fa_1 (154), inv_1 (133)"
ys_seq_elements = 105
yosys.area.top_type_share = 0.4809
synth_cell_types = 44
netlist_area_um2 = 18630
ys_area_um2 = 18630
yosys_most_used_dff = "edfxtp_1"
top_cell = "ha_1"
yosysTopAreaCell = "ha_1"

[placement]
place_ws_ns = 1.133
gp_congestion = 0.8362
dp_cells = 2078
port_buffers = 23
hpwl_um = 22950

[sta]
hold_viol = 0
finalCriticalPeriod_ns = 4.277
max_freq_ghz = 0.2338
setup_viol = 0
fin_tns_setup_ns = 0
skew_ns = 0.01070
min_period_over_period = 0.7776
worst_slack_ns = 1.223
slew_violations = 0
tightest_slew_ns = 0.7109
rsz0062_at_grt = "false"
max_slew_margin = 0.5261
whs_ns = 0.4579

[routing]
drtIter0Drc = 193
wl_per_cell_um = 14.08
drc = 0
drt_first_pass_iters = 6
diodes = 0
viasPerCell = 5.183
final_antenna_net_count = 0
routed_wl_um = 29470
route.vias.total = 10853

[status]
status = "finished, final reports clean"

[job]
maxCapViolCount = 0
warnings = 237

[min_path]
min_path_type = "reg -> reg"
## through the flow
| step | cell area, um^2 |
|---|---|
| final | 19710 |
| after global routing | 19710 |
| after CTS | 19710 |
| after detailed placement | 19420 |
| after global placement | 19420 |
| after floorplan | 18630 |
## cell type report
| class | instances | area, um^2 | share of cell area |
|---|---|---|---|
| clock buffer | 10 | 229.0 | 0.01162 |
| inverter | 133 | 499.2 | 0.02533 |
| clock inverter | 6 | 57.56 | 0.002920 |
| sequential | 105 | 2743 | 0.1392 |
| multi-input combinational | 1343 | 15320 | 0.7773 |
| timing repair buffer | 29 | 275.3 | 0.01397 |
| tap | 468 | 585.6 | 0.02971 |
## per-layer routing
layer	share of wire	wire, um	global-route usage
met5	0	0	0
met1	0.49	14390	0.2726
met4	0.014	414	0.01954
met3	0.034	1008	0.02997
met2	0.46	13660	0.2848
## worst paths after layout
kind / startpoint / endpoint / slack, ns / depth (start not counted)
max reg2reg: cells_x[7].cells_y[4].genblk1.CELL.state_q$_DFFE_PP_ / cells_x[6].cells_y[4].genblk1.CELL.state_q$_DFFE_PP_ / 1.22 / 11
max: cells_x[7].cells_y[4].genblk1.CELL.state_q$_DFFE_PP_ / cells_x[6].cells_y[4].genblk1.CELL.state_q$_DFFE_PP_ / 1.22 / 11
min: display_counter[11]$_SDFF_PP0_ / display_counter[12]$_SDFF_PP0_ / 0.46 / 2
min reg2reg: display_counter[11]$_SDFF_PP0_ / display_counter[12]$_SDFF_PP0_ / 0.46 / 2
## kinds of logic (layout without fill, tap and decap cells)
kind of cell,Yosys count,in the layout,share of synthesized area
adders and majority gates,870,870,0.6463
and+or+nand+nor,279,279,0.08516
buffers and inverters,149,178,0.03096
xor gates and xnor gates,132,132,0.06206
DFF,105,105,0.1472
AOI/OAI and AO/OA,45,45,0.01551
muxes,17,17,0.01276
## critical path, cell delays in order (launching register included)
cell and delay [ns]:
edfxtp_1 0.82, fa_1 0.55, ha_1 0.24, fa_1 0.45, ha_1 0.22, fa_1 0.44, ha_1 0.30, ha_1 0.29
ha_1 0.20, xor2_1 0.15, xnor2_1 0.13, nor4b_1 0.30
## flip-flops by register name, summed over array words and instances (netlist names)
name                                  count
cells_x.cells_y.genblk1.CELL.state_q     64
x                                         4
game_counter                             24
display_counter                          13
## cells in the final DEF (no fill, tap or decap), types with 18 or more instances in the layout
cell type / netlist / final
and2_1: 28 / 28
and4_1: 18 / 18
clkdlybuf4s50_1: 0 / 23
dfxtp_1: 41 / 41
edfxtp_1: 64 / 64
fa_1: 154 / 154
ha_1: 716 / 716
inv_1: 133 / 133
nand2_1: 40 / 40
nor2_1: 87 / 87
nor4b_1: 48 / 48
xnor2_1: 79 / 79
xor2_1: 53 / 53
